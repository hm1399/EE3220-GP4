[flow/run.sh]
#!/bin/bash
# OpenROAD 26Q1-2900-gdf79404cd8, Yosys 0.63+post, stock flow scripts
make -C /OpenROAD-flow-scripts/flow DESIGN_CONFIG=/design/flow/config.mk WORK_HOME=/design/flow/orfs finish
[flow/config.mk]
export PLATFORM = sky130hd
export DESIGN_NAME = polar64_crc16_encoder
export DESIGN_NICKNAME = polar64_crc16_encoder
export VERILOG_FILES = /design/flow/design.v
export SDC_FILE = /design/flow/constraint.sdc
export NUM_CORES = 4
export LEC_CHECK = 1
export CORE_UTILIZATION = 50
export SYNTH_HDL_FRONTEND = slang
[flow/constraint.sdc]
current_design polar64_crc16_encoder

set clk_period 8.1
set clk_io_pct 0.2

create_clock -name clk0 -period $clk_period [get_ports {clk}]

set non_clock_inputs [all_inputs -no_clocks]
set_input_delay [expr $clk_period * $clk_io_pct] -clock clk0 $non_clock_inputs
set_output_delay [expr $clk_period * $clk_io_pct] -clock clk0 [all_outputs]
[flow/design.v]
`timescale 1ns/1ps
package polar_common_pkg;
    localparam int N = 64;        
    localparam int K = 40;        
    localparam int F = 24;        
    localparam int INFO_POS [0:39] = '{
        2,  3,  4,  5,  6,  7,  8,  9, 10, 11,
       12, 13, 14, 16, 17, 18, 19, 20, 21, 22,
       24, 25, 26, 28, 32, 33, 34, 35, 36, 37,
       38, 40, 41, 42, 44, 48, 49, 50, 52, 56
    };
    localparam int FROZEN_POS [0:23] = '{
        0,  1, 15, 23, 27, 29, 30, 31,
       39, 43, 45, 46, 47, 51, 53, 54,
       55, 57, 58, 59, 60, 61, 62, 63
    };
    function automatic logic [15:0] crc16_ccitt24(input logic [23:0] data);
        logic [15:0] crc;
        logic        fb;
        crc = 16'h0000;
        for (int i = 23; i >= 0; i--) begin
            fb  = data[i] ^ crc[15];
            crc = {crc[14:0], 1'b0};
            if (fb) crc = crc ^ 16'h1021;
        end
        return crc;
    endfunction
    function automatic logic [63:0] build_u(input logic [23:0] data, input logic [15:0] crc);
        logic [63:0] u;
        u = 64'b0;
        for (int k = 0; k < 24; k++)
            u[INFO_POS[k]] = data[23 - k];
        for (int k = 0; k < 16; k++)
            u[INFO_POS[24 + k]] = crc[15 - k];
        return u;
    endfunction
    function automatic logic [63:0] polar_transform64(input logic [63:0] u);
        logic [63:0] v;
        int step, half;
        v = u;
        for (int s = 0; s < 6; s++) begin
            step = 1 << (s + 1);
            half = 1 << s;
            for (int i = 0; i < 64; i += step) begin
                for (int j = 0; j < half; j++) begin
                    v[i + j + half] = v[i + j] ^ v[i + j + half];
                end
            end
        end
        return v;
    endfunction
    function automatic bit pos_tables_ok();
        bit [63:0] seen;
        seen = 64'b0;
        for (int k = 0; k < 40; k++) begin
            if (INFO_POS[k] < 0 || INFO_POS[k] > 63) return 0;
            if (seen[INFO_POS[k]]) return 0;
            seen[INFO_POS[k]] = 1'b1;
        end
        for (int k = 0; k < 24; k++) begin
            if (FROZEN_POS[k] < 0 || FROZEN_POS[k] > 63) return 0;
            if (seen[FROZEN_POS[k]]) return 0;
            seen[FROZEN_POS[k]] = 1'b1;
        end
        return (seen == 64'hFFFFFFFFFFFFFFFF);
    endfunction
    function automatic int min_info_row_weight();
        int min_w, pc, w;
        min_w = 64;
        for (int k = 0; k < 40; k++) begin
            pc = 0;
            for (int b = 0; b < 6; b++)
                if (INFO_POS[k][b]) pc++;
            w = 1 << (6 - pc);
            if (w < min_w) min_w = w;
        end
        return min_w;
    endfunction
endpackage
`timescale 1ns/1ps
module polar64_crc16_encoder (
    input  logic        clk,
    input  logic        rst_n,
    input  logic        start,
    input  logic [23:0] data_in,
    output logic        done,
    output logic [63:0] codeword
);
    import polar_common_pkg::*;
    logic        pipe0, pipe1;
    logic [23:0] data_reg;
    logic [15:0] crc_comb;
    logic [63:0] u_comb, cw_comb;
    always_comb begin
        crc_comb = crc16_ccitt24(data_reg);
        u_comb   = build_u(data_reg, crc_comb);
        cw_comb  = polar_transform64(u_comb);
    end
    always_ff @(posedge clk or negedge rst_n) begin
        if (!rst_n) begin
            pipe0    <= 1'b0;
            pipe1    <= 1'b0;
            done     <= 1'b0;
            codeword <= 64'b0;
            data_reg <= 24'b0;
        end else begin
            pipe0 <= start;
            pipe1 <= pipe0;
            done  <= pipe1;
            if (start)
                data_reg <= data_in;
            if (pipe1)
                codeword <= cw_comb;
        end
    end
endmodule
==> results.cfg <==
; synthesis and place-and-route metrics
[detailed_routing]
ant_nets = 0
wl_per_cell_um = 17.9
routed-via-count = 3240
insertedDiodeCount = 0
drc = 0
firstDrtPassIters = 4
vias_per_cell = 4.95
drt_first_iter_violations = 145
drt-total-wl_um = 11800

[sta]
whs_ns = 0.348
relSlewSlack = 0.474
tightest_slew_ns = 0.783
rsz0062_at_grt = no
finalCriticalPeriod_ns = 3.34
layout_setup_ws_ns = 4.76
finalClockPeriodUsage = 0.412
finalSetupTns_ns = 0
setup_viol = 0
finClkSkew_ns = 0.00513
slew_viol_final = 0
fmax_ghz = 0.299
hold_violations = 0

[setup_path]
worst_path_max_delay_cell = dfrtp_1
required_ns = 8.32
crit_arrival_ns = 3.56
path_cells = xnor2_4 > xnor3_1 > xnor3_1 > xnor2_1 > xnor2_1 > xnor2_1 > mux2_2
crit_path_max_fanout = 9
crit_type = register to register
cp_top_family = XOR/XNOR gates
cp-start-kind = register
r2r_setup_slack_ns = 4.76
reg2reg_depth = 7
crit_buf_inv = 0
cpMostUsedCell = xnor2_1
end_kind = register
worst_path_largest_cell_delay_ns = 0.60
r2r-end = codeword[38]
worstReg2RegStart = data_reg[17]

[die]
placementRows = 38
dieArea_um2 = 11800
core_um2 = 10900
initCoreUtil = 0.519
dieWidth_um = 109
die_h_um = 109
num_io_pins = 92

[pwr]
power_leakage_nw = 2.90
vdd_drop_max_mv = 0.342
powerDensity_nw_per_um2 = 575

[logic_synthesis]
ys_seq_share = 0.392
synth_cell_type_count = 22
netlist_area_um2 = 5680
numSynthFlops = 89
synth-warning-count = 0
syn_avg_cell_area_um2 = 13.0
synthCells = 438
ys_cells = 438
yosys-stat-area_um2 = 5680

[status]
run_status = complete, no violations

[worst_hold_path]
whs_endpoint = pipe1
hold_class = register to register
min_path_cells = 0
min_from = pipe0

[clocking]
clock_sinks = 89
path_clk_slew_ns = 0.06
htree_levels = 3
insertion_delay_ns = 0.34
cts_buffer_depth = 2
post_cts_resized = 0
cts-root-buf = clkbuf_16
cts_buffers = 9
cts_setup_buffers = 0
tritoncts = done
cts_hold_buf = 0

[grt]
grt_max_degree = 60
gr-usage-met1 = 0.380
grt.busiest_layer = met1
grt_pass1_wl_um = 18900
grt-ovfl-total = 0
grt_pass1_vias = 3353
grt_use_met2 = 0.340
use_met3 = 0.0417
antenna_found_initial = 0
track_usage = 0.228

[cells_and_area]
regArea_um2 = 2230
syn2layout_area_growth_pct = 21.8
largest_register_ffs = 62
drive_gt1_frac = 0.192
fillCellCount = 853
mi_logic_area_um2 = 3270
layout.cells.non_filler = 655
stdcell_area_um2 = 6920

[run]
tool_warnings = 26
cap_violations = 0

[place]
dpl_worst_slack_ns = 4.76
dpl.hpwl_um = 8970
gp_congestion = 0.879
dp_cells = 639
port_buffers = 89
postPlaceCellArea_um2 = 6600
-- layout by cell type, fill, tap and decap left out, drive strengths merged --
| master | Yosys | layout |
|---|---|---|
| bufinv | 0 | 1 |
| conb | 1 | 2 |
| mux2 | 59 | 59 |
| xnor3 | 24 | 24 |
| inv | 4 | 5 |
| clkbuf | 18 | 13 |
| xnor2 | 132 | 132 |
| buf | 14 | 4 |
| xor3 | 7 | 7 |
| dfrtp | 89 | 89 |
| xor2 | 40 | 40 |
| clkdlybuf4s50 | 0 | 88 |
| nor2 | 23 | 23 |
| mux2i | 4 | 4 |
| clkinvlp | 0 | 1 |
| a21oi | 23 | 23 |
-- logic make-up after synthesis --
kind of cell / after synthesis / synth area share
AOI/OAI and AO/OA: 23 / 0.0203
xor gates and xnor gates: 203 / 0.416
muxes: 63 / 0.124
other: 1 / 0.000660
and+or+nand+nor: 23 / 0.0152
DFF: 89 / 0.392
buffers and inverters: 36 / 0.0322
-- synth_stat cells --
| cell | instances | area [um2] |
|---|---|---|
| buf_6 | 3 | 33.8 |
| xor2_2 | 2 | 32.5 |
| xnor2_1 | 120 | 1050 |
| xnor2_4 | 3 | 82.6 |
| nor2_1 | 23 | 86.3 |
| inv_1 | 4 | 15.0 |
| buf_2 | 5 | 25.0 |
| a21oi_1 | 23 | 115 |
| xor3_1 | 6 | 143 |
| clkbuf_1 | 17 | 63.8 |
| xor3_2 | 1 | 25.0 |
| xor2_1 | 38 | 333 |
| xnor3_2 | 5 | 119 |
| dfrtp_1 | 89 | 2230 |
| conb_1 | 1 | 3.75 |
| xnor3_1 | 19 | 428 |
| mux2i_1 | 4 | 40.0 |
| clkbuf_4 | 1 | 7.51 |
| xnor2_2 | 9 | 146 |
| mux2_2 | 59 | 664 |
| buf_4 | 4 | 30.0 |
| buf_1 | 2 | 7.51 |
-- per-stage QoR --
step                power (mW)   util
floorplan                 2.91      -
global placement          3.56  0.604
detailed placement        3.58  0.604
CTS                       4.04  0.633
global route              4.30  0.633
finish                    3.98  0.633
-- area by class of cell --
type,instances,share of cell area
Clock buffer,13,0.0391
Tap cell,140,0.0253
Inverter,4,0.00217
Timing Repair Buffer,92,0.132
Clock inverter,3,0.00669
Sequential cell,89,0.322
Multi-Input combinational cell,314,0.473
-- worst max-delay path by stage --
stage       startpoint      endpoint  slack (ns)  cells past startpoint
5_1_grt   data_reg[17]  codeword[38]        4.62                      7
4_1_cts   data_reg[17]  codeword[38]        4.73                      7
6_report  data_reg[17]  codeword[38]        4.76                      7
-- layer usage --
| metal | vias to the layer above | part of all wire |
|---|---|---|
| met5 | - | 0 |
| met4 | 0 | 0.0086 |
| li1 | 1564 | - |
| met3 | 7 | 0.052 |
| met1 | 1587 | 0.48 |
| met2 | 82 | 0.46 |
-- worst reg2reg max path: cells and delay by family, from the launching register on --
kind	cells	cell delay [ns]
XOR/XNOR	6	2.34
flip-flops	1	0.60
multiplexers	1	0.27
-- report_power, final --
group	internal (mW)	leakage, nW	switching, mW
combinational	1.66	1.72	1.15
clock	0.265	0.152	0.168
sequential	0.629	1.03	0.108
No activity file was given, so power comes from the tool's default toggle rates.
